## flow/config.mk

```make
export PLATFORM = sky130hd
export DESIGN_NAME = B2BCD
export DESIGN_NICKNAME = B2BCD
export VERILOG_FILES = /design/flow/design.v
export SDC_FILE = /design/flow/constraint.sdc
export NUM_CORES = 4
export LEC_CHECK = 1
export CORE_AREA = 10 10 111 111
export DIE_AREA = 0 0 121 121
```

## flow/constraint.sdc

```tcl
current_design B2BCD

set clk_period 19.4
set clk_io_pct 0.2

create_clock -name clk0 -period $clk_period

set non_clock_inputs [all_inputs -no_clocks]
set_input_delay [expr $clk_period * $clk_io_pct] -clock clk0 $non_clock_inputs
set_output_delay [expr $clk_period * $clk_io_pct] -clock clk0 [all_outputs]
```

## flow/run.sh

```bash
#!/bin/bash
# OpenROAD 26Q1-2900-gdf79404cd8, Yosys 0.63+post, stock flow scripts
make -C /OpenROAD-flow-scripts/flow DESIGN_CONFIG=/design/flow/config.mk WORK_HOME=/design/flow/orfs finish
```

## flow/design.v

```verilog
`timescale 1ns / 1ps
module B2BCD(
    input [15:0]binary_i,
    output reg [3:0]thousands_o,
    output reg [3:0]hundreds_o,
    output reg [3:0]tens_o,
    output reg [3:0]ones_o
    );
    integer i;
    always @ (binary_i) begin
        thousands_o = 4'b0;
        hundreds_o = 4'b0;
        tens_o = 4'b0;
        ones_o = 4'b0;
        for (i = 15; i >= 0; i = i - 1) begin
            if (thousands_o >= 4'd5) thousands_o = thousands_o + 4'd3;
            if (hundreds_o >= 4'd5) hundreds_o = hundreds_o + 4'd3;
            if (tens_o >= 4'd5) tens_o = tens_o + 4'd3;
            if (ones_o >= 4'd5) ones_o = ones_o + 4'd3;
            thousands_o = thousands_o << 1;
            thousands_o[0] = hundreds_o[3];
            hundreds_o = hundreds_o << 1;
            hundreds_o[0] = tens_o[3];
            tens_o = tens_o << 1;
            tens_o[0] = ones_o[3];
            ones_o = ones_o << 1;
            ones_o[0] = binary_i[i];
        end  
    end  
endmodule
```

==> results.txt <==
flow finished, numbers: OpenROAD warnings=38, Synth Warn #=1, initial antenna violation count=0, setup violators final=0, cells in synth_stat.txt=741, Final GP Congestion=0.894, via-per-instance ratio=6.31, Congestion Overflow GR=0, syn avg cell area=6.86 um2, vias in the first global route=4,898, Post-Syn Instances=741, Inserted Diodes=0, post-synthesis cell area=5080 um2, chip area=14,600 um2, Cells after DPL=904, Critical Path Source Type=primary input, crit-path max FO=5, CP Class=in2out, Chip Height=121 um, Final Hold Viols=0, first-pass GRT wire length=21,900 um, status=completed, Synth top cell by count=nor2_1, DR WL met3=397 um, Pre-Place Util=51.5%, core area=9860 um2, fillers=860, Worst Tran Pin Value=0.817 ns, Final Cell Area=6100 um2, DR vias=5,832, Synth area leaders=ha_1 (7.6%), nor2_1 (5.5%), mux2i_1 (4.9%), crit path DAT=14.98 ns, met2 WL=5840 um, I/O pin count=32, initial detailed-routing violation count=437, leading area contributor after synthesis=ha_1, fin cells=924, number of clock buffers in the layout=0, most common library cells after synthesis=nor2_1 (74), nand2_1 (49), a21oi_1 (46), drt total wl=13,200 um, FF+latch count=0, Port Buffers=30, FMAX=53.0 MHz, Pre-Repair DR Iteration Count=5, WL/cell=14.2 um, Placement Setup Slack=-0.451 ns, max incr delay on CP=0.55 ns, Residual DRC=0, # rows=36, Rel. slew slack=45.3%, Setup crit end kind=output port, CP max-delay cell=or4_1, Hold WC Path Type=in2out, Max Slew Vio Count=0, hold buffers post-CTS=0, total global-route track usage=16.5%, post-DP HPWL=9890 um, Area after DPL=5660 um2, Netlist cell types=104, worst path required time=15.52 ns, worst hold margin=7.76 ns, wl on met1=6860 um, largest net degree at the start of global routing=22, Die X=121 um, Final ANT Viol Nets=0, post-synth area from yosys stat=5080 um2, Max Cap Viol=0, Period minus WS final=18.86 ns, area grow syn2layout=20.1%, fin crit share=97.2%, Yosys top cell area share=7.63%, CP dominant cell by count=inv_1, fraction of layout cells with a size suffix above 1=23.0%, Worst Path Buf+Inv=10, final worst slack=0.539 ns, Flop area=0 um2, Top delay family on crit path=simple AND/OR/NAND/NOR gates, Post-synth seq share=0%, Top Layer Used=met4
-- through the flow --
stage | TNS, ns | utilization, %
after floorplan | 0 | -
after global placement | -0.102 | 57.4
after detailed placement | -1.03 | 57.4
after CTS | 0 | 57.8
after global routing | -0.167 | 61.9
final | 0 | 61.9
-- final timing paths --
check	slack [ns]	cells past startpoint	endpoint	start
worst max-delay path	0.54	57	thousands_o[2]	binary_i[13]
worst min-delay path	7.76	0	ones_o[0]	binary_i[0]
-- layout make-up --
class | count | area (um2) | area share [%]
inverter | 43 | 164 | 2.68
multi-input combinational | 662 | 5050 | 82.7
tap | 133 | 166 | 2.73
timing repair buffer | 86 | 724 | 11.9
-- metal layers --
| layer | track usage, % | up-vias |
|---|---|---|
| li1 | - | 2990 |
| met1 | 25.6 | 2705 |
| met2 | 26.1 | 131 |
| met3 | 0.142 | 6 |
| met4 | 0.754 | 0 |
| met5 | 0 | - |
-- cells by family after synthesis --
| group | synth area share, % |
|---|---|
| muxes | 8.32 |
| adders and majority gates | 8.03 |
| AOI/OAI and AO/OA | 43.3 |
| buffers and inverters | 6.23 |
| xor gates and xnor gates | 5.79 |
| and+or+nand+nor | 28.4 |
-- placed cells by master (no fill, tap or decap), drive strengths merged, types with 8 or more instances in the layout --
master	Yosys	routed
a211oi	24	24
a21o	9	9
a21oi	49	49
a31oi	9	9
and2	11	11
and3	9	9
buf	8	56
clkdlybuf4s50	0	30
ha	31	31
inv	42	42
mux2	11	11
mux2i	27	27
nand2	49	49
nand2b	15	15
nand3	27	27
nand4	10	10
nor2	76	76
nor3	34	34
nor4	8	8
o211a	8	8
o211ai	18	18
o21ai	41	41
o22ai	13	13
o31ai	11	11
or2	12	12
or3	11	11
xnor2	17	17
-- repair_timing --
action | in CTS | in global routing
hold endpoints to repair | 0 | 0
gates resized | 8 | 60
endpoints found under the setup margin | 3 | 11
setup buffers | 0 | 20
pin swaps | 0 | 23
