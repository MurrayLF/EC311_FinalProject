--- /design/flow/run.sh ---
#!/bin/bash
# OpenROAD 26Q1-2900-gdf79404cd8, Yosys 0.63+post, stock flow scripts
make -C /OpenROAD-flow-scripts/flow DESIGN_CONFIG=/design/flow/config.mk WORK_HOME=/design/flow/orfs finish
--- /design/flow/config.mk ---
export PLATFORM = sky130hd
export DESIGN_NAME = ClockDivider
export DESIGN_NICKNAME = ClockDivider
export VERILOG_FILES = /design/flow/design.v
export SDC_FILE = /design/flow/constraint.sdc
export NUM_CORES = 4
export LEC_CHECK = 1
export CORE_UTILIZATION = 50
--- /design/flow/constraint.sdc ---
current_design ClockDivider

set clk_period 10.4
set clk_io_pct 0.2

create_clock -name clk0 -period $clk_period [get_ports {clock_i}]

set non_clock_inputs [all_inputs -no_clocks]
set_input_delay [expr $clk_period * $clk_io_pct] -clock clk0 $non_clock_inputs
set_output_delay [expr $clk_period * $clk_io_pct] -clock clk0 [all_outputs]
--- /design/flow/design.v ---
`timescale 1ns / 1ps
module ClockDivider(
    input clock_i,
    input reset_i,
    output reg clock_1Hz_o,
    output reg clock_2Hz_o,
    output reg clock_5Hz_o,
    output reg clock_10KHz_o
    );
    reg [27:0]count_1Hz;
    reg [27:0]count_2Hz;
    reg [27:0]count_5Hz;
    reg [27:0]count_10KHz;
    parameter divisor_1Hz = 28'd100000000;
    parameter divisor_2Hz = 28'd50000000;
    parameter divisor_5Hz = 28'd20000000;
    parameter divisor_10KHz = 28'd10000;
    always @ (posedge clock_i) begin
        if (reset_i == 0) begin
            count_1Hz = 28'd0;
            count_2Hz = 28'd0;
            count_5Hz = 28'd0;
            count_10KHz = 3'd0;
        end else begin
            if (count_1Hz >= divisor_1Hz/2) begin
                clock_1Hz_o = 1'b1;
            end else begin
                clock_1Hz_o = 1'b0;
            end  
            if (count_2Hz >= divisor_2Hz/2) begin
                clock_2Hz_o = 1'b1;
            end else begin
                clock_2Hz_o = 1'b0;
            end  
            if (count_5Hz >= divisor_5Hz/2) begin
                clock_5Hz_o = 1'b1;
            end else begin
                clock_5Hz_o = 1'b0;
            end  
            if (count_10KHz >= divisor_10KHz/2) begin
                clock_10KHz_o = 1'b1;
            end else begin
                clock_10KHz_o = 1'b0;
            end  
            count_1Hz = count_1Hz + 1;
            count_2Hz = count_2Hz + 1;
            count_5Hz = count_5Hz + 1;
            count_10KHz = count_10KHz + 1;
            if (count_1Hz == divisor_1Hz) begin
                count_1Hz <= 28'd0;
            end  
            if (count_2Hz == divisor_2Hz) begin
                count_2Hz <= 28'd0;
            end  
            if (count_5Hz == divisor_5Hz) begin
                count_5Hz <= 28'd0;
            end  
            if (count_10KHz == divisor_10KHz) begin
                count_10KHz <= 3'd0;
            end  
        end  
    end 
endmodule
==> summary.txt <==
Flow results are below.

- The tree is rooted in a sky130_fd_sc_hd__clkbuf_16.
- Note, the detailed placer reported a final HPWL of 9066 um.
- In this run, the synthesized area fraction spent on and/or/nand/nor cells is recorded as 34.49%.
- Of all flip-flops after synthesis, the portion carrying an async set or reset was 0%.
- The count of hold-fix buffers inserted at cts is 0, for reference.
- The critical path class is reg2reg, for reference.
- For this run, the total global-route usage over all layers was measured as 20.48%.
- The number of max-cap violations is 0, for reference.
- Sequential cells were found to cover 34.95% of the synthesized design area.
- The timing report notes that buffer and inverter cells on the critical path total 0.
- In this run, the synthesized area fraction spent on xor and xnor cells is recorded as 13.74%.
- Entering global routing, the biggest net connects 48 pins.
- The total number of vias is 5376, for reference.
- The clock period could shrink to 3.301 ns.
- The power density of the placed cells is 143.9 nW/um^2, for reference.
- The main kind of combinational logic by area is simple AND/OR/NAND/NOR gates, for reference.
- The synthesized netlist handed to floorplanning was reported with a cell count of 801.
- The normalized max-slew margin is 40.57%, for reference.
- The number of buffer cells added on primary ports is 5, for reference.
- For reference, compound AND-OR and OR-AND cells occupy 7.812% of the area reported after synthesis.
- According to the floorplan report, the total die area is 13990 sq um.
- The mean post-synth cell area is 8.438 sq um, for reference.
- The site row count is 42, for reference.
- The data required time of the critical path is 10.65 ns, for reference.
- The number of global-route vias before repair is 4856, for reference.
- Per the gpl log, the routability congestion estimate is 0.8668.
- The post-layout period usage of the worst path is 31.74%, for reference.
- According to the floorplan report, the die width is 118.3 um.
- Derived from the worst setup path, the maximum achievable clock frequency is 302.9 MHz.
- The initial antenna violation count is 0, for reference.
- After detailed routing, the average wire length per cell comes to 13.73 um.
- The pre-CTS setup slack is 6.857 ns, for reference.
- The storage element area is 2362 sq um, for reference.
- In the final layout, the multi-input gates occupy 4028 sq um.
- The combined area of all synthesized cells is 6759 sq um, for reference.
- The count of cells resized by post-cts repair is 0, for reference.
- The die outline height is 118.3 um, for reference.
- Per the CTS log, the buffer count on the longest clock path is 2.
- For this run, the script counts the antenna cells in the layout as 0.
- In the synthesized netlist the dominant register cell turns out to be sky130_fd_sc_hd__dfxtp_1.
- The type of element capturing the critical path is a register, for reference.
- The cell count in the Yosys report is 801, for reference.
- The CTS tree is built, for reference.
- The critical path startpoint category is a register, for reference.
- The final setup TNS is 0 ns, for reference.
- Traced cell by cell, the critical path runs through ha_1 -> nand3_2 -> nor4_4 -> nand3_1 -> xor2_1 -> or4_1 -> nor4_4 -> nor3_1.
- The count of synthesis-stage warnings from yosys is 1, for reference.
- The worst-margin pin slew is 0.8848 ns, for reference.
- In the final report, the number of endpoints failing setup comes to 0.
- The filler cell count in the final layout is 1156, for reference.
- Per the run report, area growth between synthesis and finish was 8.682%.
- The design draws 0.001057 W.
- The detail route stage leaves a number of antenna-violating nets equal to 0.
- The number of storage elements in the synthesis netlist is 116, for reference.
- In the synthesis report, Yosys lists the chip area as 6759 sq um.
- The worst setup margin is 7.099 ns, for reference.
- The final clock skew is 0.007759 ns, for reference.
- The share of cells above drive strength 1 is 7.384%, for reference.
- Setup repair after global routing left no endpoint under its margin.
- The number of buffers added for setup after CTS is 0, for reference.
- Along the worst path, the maximum fanout reaches 14.
- The clock network latency to the later pin of the worst-skew pair is 0.41 ns, for reference.
- The residual DRC count is 0, for reference.
- According to the I/O placement log, the pin count is 6.
- The CTS buffer count is 17, for reference.
- STA puts the critical path data arrival time at 3.55 ns.
- The number of logged tool warnings is 35, for reference.
- The clock-pin slew on the worst setup and hold paths is 0.05 ns, for reference.
- The number of DRC violations after detailed-routing iteration 0 is 380, for reference.
- The gate-level netlist out of Yosys references 70 unique cell types.
- The most repeated library cell on the critical path is sky130_fd_sc_hd__nor4_4, for reference.
- The critical path's top delay family is simple AND/OR/NAND/NOR gates, for reference.
- The total wire length is 13390 um, for reference.
- The overflow left after global routing is 0, for reference.
- Max-slew check failures listed in the final report amount to 0.
- The area fraction in full adders, half adders and majority gates is 1.851%, for reference.
- The average via count per standard cell is 5.514, for reference.
- Once the floorplan was initialized, standard cells occupied 51.24% of the core.
- The floorplan core area is 13190 sq um, for reference.
- The first global-routing pass estimated 23180 um of wire.
- The leakage component of the power was reported as 2.601 nW.
- The path type of the worst min-delay path is reg2reg, for reference.
- The area fraction in mux cells is 1.703%, for reference.
- The delay contributed by the slowest stage of the critical path is 0.76 ns, for reference.
- The total iterations of the first detailed-routing run is 6, for reference.
- The hold violation total from the final report is 0, for reference.
- The worst-case vdd ir drop is 0.0001300 V, for reference.
- The post-synth tally of flip-flops with integrated enable is 4, for reference.
- The cell with the largest stage delay on the worst path is sky130_fd_sc_hd__nor4_4, for reference.
- The number of levels in the clock H-tree is 4, for reference.
- TritonCTS reports the number of clock sinks as 116.
- The run finished with clean final reports.
## power breakdown
part,internal (W),leakage (nW),switching [W]
logic,0.00000791,1.36,0.0000134
registers,0.000452,0.946,0.00000635
clock network,0.000389,0.293,0.000189
## Yosys cell counts, types with 3 or more instances
library cell                count  area [sq um]
sky130_fd_sc_hd__a31oi_1        7         43.79
sky130_fd_sc_hd__mux2_2         4         45.04
sky130_fd_sc_hd__o21ai_0       18         90.09
sky130_fd_sc_hd__inv_1         17         63.81
sky130_fd_sc_hd__mux2i_1        7         70.07
sky130_fd_sc_hd__and4_1        11         96.34
sky130_fd_sc_hd__nand2b_1       6         37.54
sky130_fd_sc_hd__nor3b_1        3         22.52
sky130_fd_sc_hd__and2_1        25         156.4
sky130_fd_sc_hd__buf_1          3         11.26
sky130_fd_sc_hd__o31ai_1        4         30.03
sky130_fd_sc_hd__edfxtp_1       4         120.1
sky130_fd_sc_hd__nor4_1        19         118.9
sky130_fd_sc_hd__ha_1          10         125.1
sky130_fd_sc_hd__dfxtp_1      112          2242
sky130_fd_sc_hd__nor2_1        93         349.1
sky130_fd_sc_hd__clkbuf_1      19         71.32
sky130_fd_sc_hd__buf_2          8         40.04
sky130_fd_sc_hd__or3_1         11         68.82
sky130_fd_sc_hd__nor3_2         3         30.03
sky130_fd_sc_hd__o2111ai_1      3         26.28
sky130_fd_sc_hd__clkbuf_8       6         82.58
sky130_fd_sc_hd__nand3_1       54         270.3
sky130_fd_sc_hd__nor2b_1       10         62.56
sky130_fd_sc_hd__xnor2_1       59         516.8
sky130_fd_sc_hd__nand2_1       66         247.7
sky130_fd_sc_hd__xor2_1        47         411.6
sky130_fd_sc_hd__a311oi_1       4         35.03
sky130_fd_sc_hd__nand3b_1       5         37.54
sky130_fd_sc_hd__nand4_1       34         212.7
sky130_fd_sc_hd__and3_1        22         137.6
sky130_fd_sc_hd__nor4_4         4         85.08
sky130_fd_sc_hd__nand4b_1       4         35.03
sky130_fd_sc_hd__nor3_1        34         170.2
sky130_fd_sc_hd__a21oi_1       15         75.07
## stage by stage
step	instances	hold slack, ns	utilization, %	cell area (sq um)
6_report	975	0.5040	55.69	7346
3_3_place_gp	944	0.4824	51.20	6753
3_5_place_dp	944	0.4919	51.20	6753
5_1_grt	975	0.5501	55.69	7346
2_1_floorplan	801	0.4573	-	6759
4_1_cts	975	0.5038	55.69	7346
## area by class of cell
| type | count | area share (%) |
|---|---|---|
| timing repair buffer | 9 | 1.022 |
| clock inverter | 4 | 0.9538 |
| sequential | 116 | 32.16 |
| clock buffer | 27 | 7.120 |
| multi-input combinational | 625 | 54.83 |
| inverter | 18 | 0.9198 |
| tap | 176 | 2.998 |
## cell usage in the layout (no fill, tap or decap), types with 3 or more instances in the layout
| cell | instances |
|---|---|
| sky130_fd_sc_hd__dfxtp_1 | 112 |
| sky130_fd_sc_hd__nor2_1 | 93 |
| sky130_fd_sc_hd__nand2_1 | 66 |
| sky130_fd_sc_hd__xnor2_1 | 59 |
| sky130_fd_sc_hd__nand3_1 | 54 |
| sky130_fd_sc_hd__xor2_1 | 47 |
| sky130_fd_sc_hd__nor3_1 | 34 |
| sky130_fd_sc_hd__nand4_1 | 34 |
| sky130_fd_sc_hd__and2_1 | 25 |
| sky130_fd_sc_hd__and3_1 | 22 |
| sky130_fd_sc_hd__nor4_1 | 19 |
| sky130_fd_sc_hd__o21ai_0 | 18 |
| sky130_fd_sc_hd__inv_1 | 17 |
| sky130_fd_sc_hd__clkbuf_16 | 17 |
| sky130_fd_sc_hd__a21oi_1 | 15 |
| sky130_fd_sc_hd__and4_1 | 11 |
| sky130_fd_sc_hd__or3_1 | 11 |
| sky130_fd_sc_hd__nor2b_1 | 10 |
| sky130_fd_sc_hd__ha_1 | 10 |
| sky130_fd_sc_hd__mux2i_1 | 7 |
| sky130_fd_sc_hd__a31oi_1 | 7 |
| sky130_fd_sc_hd__nand2b_1 | 6 |
| sky130_fd_sc_hd__clkbuf_8 | 6 |
| sky130_fd_sc_hd__nand3b_1 | 5 |
| sky130_fd_sc_hd__o31ai_1 | 4 |
| sky130_fd_sc_hd__nor4_4 | 4 |
| sky130_fd_sc_hd__a311oi_1 | 4 |
| sky130_fd_sc_hd__nand4b_1 | 4 |
| sky130_fd_sc_hd__mux2_2 | 4 |
| sky130_fd_sc_hd__clkbuf_1 | 4 |
| sky130_fd_sc_hd__edfxtp_1 | 4 |
| sky130_fd_sc_hd__clkdlybuf4s50_1 | 4 |
| sky130_fd_sc_hd__buf_4 | 4 |
| sky130_fd_sc_hd__o2111ai_1 | 3 |
| sky130_fd_sc_hd__nor3b_1 | 3 |
| sky130_fd_sc_hd__nor3_2 | 3 |
## final timing paths
check / startpoint / slack (ns) / endpoint / cells past startpoint
max: count_1Hz[0] / 7.10 / count_1Hz[14] / 8
min reg2reg: count_10KHz[24] / 0.50 / count_10KHz[24] / 2
max reg2reg: count_1Hz[0] / 7.10 / count_1Hz[14] / 8
min: count_10KHz[24] / 0.50 / count_10KHz[24] / 2
## layer usage
metal	part of all wire (%)	global-route usage, %	up-vias
met3	2.7	3.839	4
li1	-	-	2815
met2	45	30.66	37
met5	0	0	-
met1	52	32.72	2520
met4	0.42	1.843	0
## state kept, by name, summed over array words and instances (netlist names)
signal	count
clock_2Hz_o	1
clock_10KHz_o	1
count_5Hz	28
count_2Hz	28
clock_5Hz_o	1
count_1Hz	28
count_10KHz	28
clock_1Hz_o	1
## worst register-to-register path, stage by stage, from the launching register on
cell and delay (ns):
sky130_fd_sc_hd__dfxtp_1 0.46, sky130_fd_sc_hd__ha_1 0.29, sky130_fd_sc_hd__nand3_2 0.22, sky130_fd_sc_hd__nor4_4 0.42, sky130_fd_sc_hd__nand3_1 0.14, sky130_fd_sc_hd__xor2_1 0.18
sky130_fd_sc_hd__or4_1 0.57, sky130_fd_sc_hd__nor4_4 0.76, sky130_fd_sc_hd__nor3_1 0.11
## cells by family after synthesis
logic type	count (synthesis)
flip-flops	116
XOR/XNOR	106
multiplexers	11
adder cells (fa/ha/maj)	10
AND/OR/NAND/NOR	423
buffers and inverters	60
AND-OR/OR-AND	75
Power and IR drop assume default switching activity.
