[flow/design.v]
`timescale 1ns / 1ps
module MoleHandler(
    input active_clock_i,
    input clock_14MHz_i,
    input reset_i,
    input whacked_i,
    output reg [15:0]mole_o
    );
    reg [3:0]mole_location_int;
    reg [15:0]mole_int;
    always @ (posedge clock_14MHz_i) mole_location_int <= mole_location_int + 1'b1;
    always @ (posedge active_clock_i) begin
        if (reset_i == 1'b0) mole_int <= 16'b0;
        else begin
            case (mole_location_int)
                4'b0000: mole_int <= 16'b0000000000000001;
                4'b0001: mole_int <= 16'b0000000000000010; 
                4'b0010: mole_int <= 16'b0000000000000100; 
                4'b0011: mole_int <= 16'b0000000000001000; 
                4'b0100: mole_int <= 16'b0000000000010000; 
                4'b0101: mole_int <= 16'b0000000000100000; 
                4'b0110: mole_int <= 16'b0000000001000000; 
                4'b0111: mole_int <= 16'b0000000010000000; 
                4'b1000: mole_int <= 16'b0000000100000000; 
                4'b1001: mole_int <= 16'b0000001000000000;
                4'b1010: mole_int <= 16'b0000010000000000;
                4'b1011: mole_int <= 16'b0000100000000000;
                4'b1100: mole_int <= 16'b0001000000000000;
                4'b1101: mole_int <= 16'b0010000000000000;
                4'b1110: mole_int <= 16'b0100000000000000;
                4'b1111: mole_int <= 16'b1000000000000000;
            endcase
        end  
    end  
    always @ (*) begin
        if (whacked_i == 1'b1 | reset_i == 1'b0) mole_o = 16'b0;
        else mole_o = mole_int;
    end  
endmodule
[flow/run.sh]
#!/bin/bash
# OpenROAD 26Q1-2900-gdf79404cd8, Yosys 0.63+post, stock flow scripts
make -C /OpenROAD-flow-scripts/flow DESIGN_CONFIG=/design/flow/config.mk WORK_HOME=/design/flow/orfs finish
[flow/constraint.sdc]
current_design MoleHandler

set clk_period 1.2
set clk_io_pct 0.2

create_clock -name clk0 -period $clk_period [get_ports {active_clock_i}]
create_clock -name clk1 -period $clk_period [get_ports {clock_14MHz_i}]

set non_clock_inputs [all_inputs -no_clocks]
set_input_delay [expr $clk_period * $clk_io_pct] -clock clk0 $non_clock_inputs
set_output_delay [expr $clk_period * $clk_io_pct] -clock clk0 [all_outputs]
[flow/config.mk]
export PLATFORM = sky130hd
export DESIGN_NAME = MoleHandler
export DESIGN_NICKNAME = MoleHandler
export VERILOG_FILES = /design/flow/design.v
export SDC_FILE = /design/flow/constraint.sdc
export NUM_CORES = 4
export LEC_CHECK = 1
export CORE_AREA = 10 10 92 92
export DIE_AREA = 0 0 102 102
==> results.json <==
{
  "end_kind": "output pin",
  "r2r-end": "mole_int[15]",
  "syn-instance-count": 70,
  "ys_sh_aoi": 0,
  "drt_pass1_iterations": 2,
  "die_area_sq_um": 10400,
  "leakagePower_nw": 0.607,
  "slew_viol_final": 0,
  "grt_pass1_vias": 598,
  "yosysUniqueCellTypes": 12,
  "setup_viol": 4,
  "ys_sh_mux": 0,
  "std_cell_rows": 29,
  "synth_area_sq_um": 791,
  "wl_per_cell_microns": 10.1,
  "ys_chip_area_sq_um": 791,
  "drcViolationCount": 0,
  "die_x_microns": 102,
  "drv_cap": 0,
  "layout_setup_ws_ps": -79.9,
  "cp.depth": 7,
  "reg2reg_depth": 3,
  "fin_worst_skew_ps": 0.748,
  "fa_ha_area_frac": 0.0949,
  "holdCritPathClass": "primary input to register",
  "gr-usage-all-layers": 0.0363,
  "ys_cells": 70,
  "ant_nets": 0,
  "status": "finished, violations left",
  "antenna-diode-count": 0,
  "synth.avg_cell_area_sq_um": 11.3,
  "start_kind": "primary input",
  "worst_pin_slew_ps": 343,
  "simple_gate_share": 0.354,
  "core_sq_um": 6460,
  "grt_first_pass_wirelength_microns": 2930,
  "final_design_area_no_fill_sq_um": 1290,
  "clk_pin_slew_ps": 60,
  "hold_violations": 0,
  "ios": 20,
  "violations": "negative setup slack",
  "drt_iter0_drc": 3,
  "worst_r2r_startpoint": "mole_location_int[0]",
  "crit_top_cell": "buf_6",
  "p_per_area_nw_per_um2": 1080,
  "top_logic_kind": "simple AND/OR/NAND/NOR gates",
  "final_layout_size_suffix_gt1_frac": 0.567,
  "wl_microns": 1830,
  "yosys_warnings": 1,
  "viasPerCell": 3.14,
  "die_h_microns": 102,
  "areaGrowthSynthToFinish_pct": 62.8,
  "grt_max_degree": 10,
  "cts_tree": "yes",
  "peakVddDrop_mv": 0.553,
  "antenna_found_initial": 0,
  "ys_seq_frac": 0.506,
  "dpl-instance-area_sq_um": 1060,
  "gr-total-overflow": 0,
  "relSlewSlack": 0.771,
  "setup.worst_path.start": "reset_i",
  "cp_max_fo": 3,
  "cp_slowest_stage_delay_ps": 140,
  "r2r_slack_ps": 180,
  "ys_ff": 20,
  "clock-sinks": 20,
  "slowest_stage": "clkbuf_16",
  "worstPathCellList": "buf_6 -> nor2b_4 -> clkbuf_16 -> buf_6 -> buf_6 -> and2_4 -> buf_6",
  "cp-endpoint": "mole_o[13]",
  "required_ps": 960,
  "cp.arrival_ps": 1040,
  "finalNonFillerCells": 181,
  "crit_family": "buffers and inverters",
  "ys_sh_xor": 0.0111,
  "dp_cells": 165,
  "gp_congestion": 0.703,
  "worstHoldPathCells": 4,
  "holdBufCountCts": 0,
  "critPathKind": "primary input to output pin",
  "io_buffers": 18,
  "warnings": 32,
  "rsz0062_at_grt": "true",
  "fp_util": 0.122,
  "critPathBufInv": 5,
  "via_count": 569
}
==> registers in the layout (all words and copies together), names as in the netlist <==
register           count
mole_int              16
mole_location_int      4
==> per-layer routing <==
layer  track usage  vias up  part of all wire
met5             0        -                 0
met4        0.0108        0             0.019
met3        0.0170        2             0.072
met2        0.0612       13              0.51
met1        0.0401      268              0.40
li1              -      286                 -
==> cell type report <==
| cell class | instances | area (sq um) |
|---|---|---|
| Timing Repair Buffer | 29 | 307 |
| Multi-Input combinational cell | 45 | 387 |
| Tap cell | 77 | 96.3 |
| Inverter | 4 | 15.0 |
| Clock buffer | 6 | 82.6 |
| Fill cell | 721 | 5170 |
| Sequential cell | 20 | 400 |
==> kinds of logic (layout without fill, tap and decap cells) <==
kind of cell	after synthesis	in the layout
simple gates	38	38
buf+inv	5	39
fa+ha+maj	6	6
flops	20	20
xor+xnor	1	1
==> per-stage QoR <==
stage	TNS (ps)	setup WS, ps	utilization	total power [W]	hold slack (ps)
CTS	-538	-91.5	0.195	0.00142	369
detailed placement	-13320	-769	0.165	0.000703	462
global route	-681	-128	0.199	0.00146	480
floorplan	0	194	-	0.000690	407
finish	-227	-79.9	0.199	0.00139	466
global placement	-13140	-761	0.165	0.000702	457
==> worst min-delay path, stage by stage <==
cell	delay (ps)
buf_6	70
buf_4	90
buf_4	120
and3_2	160
==> cell usage in the layout (no fill, tap or decap) <==
| master | n |
|---|---|
| xnor2_1 | 1 |
| buf_4 | 3 |
| nand3_1 | 1 |
| ha_1 | 6 |
| nor2b_4 | 1 |
| clkbuf_8 | 6 |
| buf_6 | 19 |
| nor3b_1 | 1 |
| and2_1 | 12 |
| and3_2 | 3 |
| inv_1 | 4 |
| and2_4 | 15 |
| and3b_2 | 4 |
| clkbuf_16 | 1 |
| buf_2 | 5 |
| dfxtp_1 | 20 |
| buf_12 | 1 |
| and2_2 | 1 |
==> repair_timing <==
item | 4_1_cts | 5_1_grt
gates resized | 89 | 5
setup buffers | 8 | 1
gates cloned | 1 | 0
pin swaps | 14 | 1
endpoints found under the setup margin | 16 | 14
==> worst min path at each step <==
stage / to / from / slack [ps]
4_1_cts: mole_int[15] / reset_i / 370
5_1_grt: mole_int[15] / reset_i / 480
6_report: mole_int[15] / reset_i / 470
==> Yosys cell counts (all sizes together) <==
master / instances / area [sq um]
dfxtp: 20 / 400
nand3: 1 / 5.00
inv: 4 / 15.0
buf: 1 / 11.3
nor3b: 1 / 7.51
and2: 28 / 191
ha: 6 / 75.1
and3b: 4 / 40.0
nor2b: 1 / 13.8
xnor2: 1 / 8.76
and3: 3 / 22.5
==> power breakdown <==
group	switching (W)	internal, W	total [W]	leakage (nW)
sequential	0	0.000665	0.000665	0.161
clock	0.000217	0.000435	0.000652	0.0431
combinational	0.0000240	0.0000485	0.0000725	0.402
Power and IR drop assume default switching activity.
